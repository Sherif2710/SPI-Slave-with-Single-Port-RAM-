### design.v
module RAM(clk,rst_n,din,rx_valid,tx_valid,dout);
parameter MEM_DEPTH = 256;
parameter ADDR_SIZE  = 8;
input clk,rst_n,rx_valid;
input [9:0] din;
output reg [7:0]dout;
output reg tx_valid;
reg [ADDR_SIZE-1:0] mem[MEM_DEPTH-1:0];
reg [ADDR_SIZE-1:0]addr_wr, addr_rd;
always @(posedge clk)begin
if(!rst_n)begin
    dout<=0;
    tx_valid<=0;
end
else if(rx_valid)begin
if(din[9:8]==0)begin
    addr_wr<=din[7:0];
    tx_valid<=0;
end
else if(din[9:8]==1)begin
    mem[addr_wr]<=din[7:0];
    tx_valid<=0;
end
else if(din[9:8]==2)begin
    addr_rd<=din[7:0];
    tx_valid<=0;
end
 else if(din[9:8]==3)begin
    dout<=mem[addr_rd];
     tx_valid<=1;
 end
end 
end
endmodule
module spi_slave (
    input   clk,
    input   rst_n,
    input   MOSI,
    output reg MISO,
    input   SS_n,
    output reg [9:0] rx_data,
    output reg rx_valid,
    input  tx_valid,
    input [7:0] tx_data
);
parameter IDLE   = 3'd0,
        CHK_CMD   = 3'd1,
        WRITE     = 3'd2,
        READ_ADD  = 3'd3,
        READ_DATA = 3'd4;
 (*fsm_encoding="gray"*)
    reg  [2:0] current_state, next_state;
    reg [3:0] bit_cnt_rx,bit_cnt_tx;
    reg addr_received;
    always @(posedge clk ) begin
        if (!rst_n)
            current_state <= IDLE;
        else
            current_state <= next_state;
    end
    always @(*) begin
        case (current_state)
            IDLE:
                if (!SS_n)
                    next_state = CHK_CMD;
                else 
                    next_state = IDLE;
            CHK_CMD:
                if (!SS_n)
                    next_state = (MOSI == 1'b0) ? WRITE :(addr_received == 1'b0)? READ_ADD:READ_DATA;
                else 
                    next_state = IDLE;
            WRITE:
                if (SS_n)
                    next_state = IDLE;
                else
                    next_state=WRITE;
            READ_ADD:
                if (SS_n)
                    next_state = IDLE;
                else 
                    next_state = READ_ADD;
            READ_DATA:
                if (SS_n)
                    next_state = IDLE;
                else 
                    next_state = READ_DATA;  
            default:
                    next_state = IDLE;
        endcase
    end
    always @(posedge clk) begin
        if (!rst_n) begin
            rx_data       <= 0;
            rx_valid      <= 0;
            MISO          <= 0;
            bit_cnt_rx       <= 0;
              bit_cnt_tx       <= 0;
            addr_received <= 0;
        end 
        else begin
            case (current_state)
                WRITE: begin
                rx_valid<=0;
                  rx_data <= {rx_data[8:0], MOSI};
                  if (bit_cnt_rx == 4'd9) begin
                        rx_valid <= 1;
                        end 
                     if (bit_cnt_rx == 4'd10) begin
                        bit_cnt_rx <= 0;
                    end
                     else begin
                        bit_cnt_rx <= bit_cnt_rx + 1;
                    end
                end
                READ_ADD: begin
                    rx_valid<=0;
                     rx_data <= {rx_data[8:0], MOSI};
                       if (bit_cnt_rx == 4'd9) begin
                        rx_valid <= 1;
                        end 
                     if (bit_cnt_rx == 4'd10) begin
                        bit_cnt_rx <= 0;
                        addr_received<=1;
                    end
                     else begin
                        bit_cnt_rx <= bit_cnt_rx + 1;
                    end
                end
                READ_DATA:begin
                    if (!tx_valid)begin
                    rx_valid<=0;
                    rx_data <= {rx_data[8:0], MOSI};
                       if (bit_cnt_rx == 4'd9) begin
                        rx_valid <= 1;
                        end 
                     if (bit_cnt_rx == 4'd10) begin
                        bit_cnt_rx <= 0;
                    end
                     else begin
                        bit_cnt_rx <= bit_cnt_rx + 1;
                    end
                    end 
                    else  begin
                        MISO <= tx_data[7 - bit_cnt_tx];
                        if (bit_cnt_tx == 4'd7) begin
                            bit_cnt_tx <= 0;
                            addr_received <= 0;
                        end 
                          else begin
                        bit_cnt_tx <= bit_cnt_tx + 1;
                    end
                    end
                end
                default: begin
               bit_cnt_rx <= 0;
                bit_cnt_tx <= 0;
                end
            endcase
        end
 end
endmodule
module spi_wrapper(clk,rst_n, SS_n,MOSI,MISO);
input  clk,rst_n, SS_n,MOSI;
output MISO;
wire [9:0] rx_data;
wire rx_valid;
wire tx_valid;
wire [7:0] tx_data;
 spi_slave  m1 (clk,rst_n,MOSI,MISO,SS_n,rx_data,rx_valid,tx_valid,tx_data);
 RAM  m2 (clk,rst_n,rx_data,rx_valid,tx_valid,tx_data);
 endmodule
### run.sh
#!/bin/bash
# OpenROAD 26Q1-2900-gdf79404cd8, Yosys 0.63+post, stock flow scripts
make -C /OpenROAD-flow-scripts/flow DESIGN_CONFIG=/design/flow/config.mk WORK_HOME=/design/flow/orfs finish
### config.mk
export PLATFORM = sky130hd
export DESIGN_NAME = spi_wrapper
export DESIGN_NICKNAME = spi_wrapper
export VERILOG_FILES = /design/flow/design.v
export SDC_FILE = /design/flow/constraint.sdc
export NUM_CORES = 4
export LEC_CHECK = 1
export CORE_UTILIZATION = 40
### constraint.sdc
current_design spi_wrapper

set clk_period 52.9
set clk_io_pct 0.2

create_clock -name clk0 -period $clk_period [get_ports {clk}]

set non_clock_inputs [all_inputs -no_clocks]
set_input_delay [expr $clk_period * $clk_io_pct] -clock clk0 $non_clock_inputs
set_output_delay [expr $clk_period * $clk_io_pct] -clock clk0 [all_outputs]
==> reports/highlights.md <==
### Setup path
* worst path arrival time: 13790 ps
* sum of buffers and inverters on the critical path: 4
* Worst Setup Path Type: input port to flop
* kind of start point of the critical path: input port
* Worst EP required: 53380 ps
* CP Capture Type: flop
* terminus of the critical flop-to-flop path: m2.dout[2]$_SDFFE_PN0P_
* CP Max Fanout: 26
* crit path max-delay cell type: sky130_fd_sc_hd__nand4_1
* slack of the worst reg-to-reg path: 47370 ps
* dominant delay contributor by cell family on the critical path: simple AND/OR/NAND/NOR gates
* Top cell by count, worst path: sky130_fd_sc_hd__buf_4
* maximum single-stage delay on the critical path: 700 ps
* R2R depth: 10
* startpoint of the worst-slack reg-to-reg timing path: m2.addr_rd[0]$_DFFE_PP_
* Critical Path, Cell by Cell: clkdlybuf4s50_1, buf_4, nand2_1, nor2_1, buf_4, nand4_1, buf_4, nor2_1

### Placement
* Setup WS pre-CTS: 38750 ps
* number of I/O port buffers: 4
* placed wire-length estimate: 141700 um
* Post-Place Cells: 6639
* final weighted congestion in routability-driven placement: 0.9682
* Area after DPL: 0.08518 mm^2

### Synth
* yosys cell count: 4039
* most area-hungry cell type in the Yosys netlist: sky130_fd_sc_hd__edfxtp_1
* Most used DFF post-synth: sky130_fd_sc_hd__edfxtp_1
* number of distinct standard cells referenced by the synthesized netlist: 67
* EDFF count, synth: 2064
* library cell with the highest instance count after synthesis: sky130_fd_sc_hd__edfxtp_1
* Mapped Cells: 4039
* chip area estimate from yosys synthesis: 0.08207 mm^2
* flops & latches, synth: 2099
* Top cell area share: 75.52%
* yosys warns: 3
* share of synthesized registers carrying an async set or reset: 0%
* cell types occupying the most area after synthesis: sky130_fd_sc_hd__edfxtp_1 76%, sky130_fd_sc_hd__mux4_2 10%, sky130_fd_sc_hd__mux2i_1 3.0%
* cell area after synthesis: 0.08207 mm^2
* average size of a mapped cell: 20.32 um^2
* ranking of synthesized cells by instance count: 2064 x sky130_fd_sc_hd__edfxtp_1, 378 x sky130_fd_sc_hd__mux4_2, 311 x sky130_fd_sc_hd__nor2_1
* Synth Seq Share: 76.37%

### Min path
* worst hold path stage count: 2
* kind of path behind the tightest hold check: flop to flop
* capture endpoint of the worst hold path: m1.current_state[3]$_DFF_P_
* Hold Crit Start: m1.current_state[0]$_DFF_P_

### Floorplanning
* number of primary I/O pins: 5
* number of rows created at floorplan: 165
* floorplan die height: 455.0 um
* Core Box Area: 0.2029 mm^2
* floorplan utilization: 40.44%
* Die X: 455.0 um
* DIE AREA: 0.2070 mm^2

### CTS
* Clock Latency Late Sink: 860 ps
* clock buffer count from CTS: 207
* hold-fix buffers at CTS: 0
* number of clock sinks seen by CTS: 2099
* CTS resizes: 0
* setup bufs post-CTS: 0
* CTS tree: built
* register clock-pin slew on the reported worst setup and hold paths: 60 ps
* root buffer cell: sky130_fd_sc_hd__clkbuf_16
* H-tree level count: 4
* maximum buffer depth of the clock tree: 3

### Pwr
* Max rail drop VDD: 30.71 uV
* power consumption: 3.303 mW
* power density of the placed cells: 35.83 mW/mm^2
* Lkg Pwr: 29.26 nW

### GRT
* largest net degree at the start of global routing: 105
* vias in the first global route: 45590
* wire length of the first global-routing pass: 321100 um
* remaining global-route overflow: 0
* Total GRT Usage: 24.13%
* antenna violations before repair: 11

### Cells and area
* post-layout instance area: 0.09220 mm^2
* combinational cell area excluding buffers and inverters: 0.01769 mm^2
* final instance count without filler cells: 7029
* FF/Latch Area: 0.06271 mm^2
* filler cell count in the final layout: 16490
* share of layout cells above drive strength 1: 20.34%
* utilization of the core after routing: 45.43%
* growth of design area from synthesis to finish: 12.35%

### Run
* number of warnings in the stage logs: 32
* reported max-cap violation count: 0

### Detailed routing
* detailed route wirelength on metal2: 102100 um
* aggregate routed wire length: 223700 um
* number of DRC violations after detailed-routing iteration 0: 2746
* Met1 Routed Length: 72280 um
* topmost layer with routed signal wires: met5
* DRC violation count after routing: 0
* detailed-route wire length per cell: 31.82 um
* total iterations of the first detailed-routing run: 5
* Via density: 5.829
* number of nets with antenna violations after routing: 0
* via count of the routed design: 40970
* met3 wirelength from detailed routing: 39910 um

### Final timing
* unrepaired setup endpoints after global routing: false
* fmax: 0.07511 GHz
* worst setup margin: 39590 ps
* Hold Violations, Final: 0
* total count of max-transition violations in the final report: 0
* summed negative setup slack over all endpoints: 0 ps
* Final min period: 13310 ps
* final-report setup violation count: 0
* post-route clock period utilization: 25.17%
* Min Hold Slack: 416.4 ps
* normalized max-slew margin: 28.09%
* transition at the pin with the smallest max-transition slack: 1075 ps
* clock tree skew after final layout: 41.92 ps

### Outcome
* outcome: finished, final reports clean

-- registers in the layout, summed over array words and instances, names as in the netlist --
name,cells
m2.addr_wr,8
m1.MISO,1
m2.tx_valid,1
m1.rx_data,10
m1.addr_received,1
m1.current_state,5
m2.mem,2048
m1.rx_valid,1
m2.dout,8
m1.bit_cnt_rx,4
m1.bit_cnt_tx,4
m2.addr_rd,8
-- area by class of cell --
type                    instances  share of cell area [%]
well taps                    2672                   3.626
repair buffers                171                   1.512
multi-input cells            1688                   19.19
inverters                       9                 0.04207
diodes                          7                 0.01900
flip-flops and latches       2099                   68.01
clock buffers                 241                   5.803
clock inverters               142                   1.799
-- how the worst max path moves through the flow --
stage	to	from	slack, ps	cells after the start
4_1_cts	m2.mem[238][0]$_DFFE_PP_	rst_n	39670	8
6_report	m2.mem[78][6]$_DFFE_PP_	rst_n	39590	8
5_1_grt	m2.mem[94][7]$_DFFE_PP_	rst_n	39460	8
-- power by group --
part           leakage [nW]  total [mW]  internal (mW)  switching, mW
registers              19.4        1.80           1.80       0.000455
clock network          3.39        1.50          0.866          0.633
logic                  6.47     0.00413       0.000906        0.00322
-- cells by family after synthesis --
logic type                 count (synthesis)  share of synthesized area [%]
DFF                                     2099                          76.37
buffers and inverters                    252                          2.124
muxes                                    674                          14.80
and+or+nand+nor                          623                          3.348
adders and majority gates                  1                        0.01524
AOI/OAI and AO/OA                        390                          3.334
-- metal layers --
metal	GRT usage, %	up-vias
met4	7.144	25
met5	2.757	-
li1	-	17090
met1	28.57	20400
met3	19.63	446
met2	33.93	3013
-- tightest hold or removal path, stage by stage, from the launching register on --
cell and delay, ps:
sky130_fd_sc_hd__dfxtp_1 300, sky130_fd_sc_hd__inv_1 40, sky130_fd_sc_hd__nor2_1 40
-- layout by cell type (no fill, tap or decap), drive strengths merged, types with 29 or more instances in the layout --
| cell | instances |
|---|---|
| a22oi | 36 |
| edfxtp | 2064 |
| a2111oi | 29 |
| clkinv | 90 |
| buf | 167 |
| o221ai | 49 |
| mux2i | 249 |
| o22ai | 73 |
| a21oi | 56 |
| nand3 | 40 |
| mux4 | 419 |
| nand2 | 117 |
| nor2 | 311 |
| clkbuf | 241 |
| dfxtp | 35 |
| o21ai | 39 |
| nor3 | 47 |
Power and IR drop assume default switching activity.
